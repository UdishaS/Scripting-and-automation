### design/flow/constraint.sdc
current_design top_carry_bypass_adder

set clk_period 12.4
set clk_io_pct 0.2

create_clock -name clk0 -period $clk_period

set non_clock_inputs [all_inputs -no_clocks]
set_input_delay [expr $clk_period * $clk_io_pct] -clock clk0 $non_clock_inputs
set_output_delay [expr $clk_period * $clk_io_pct] -clock clk0 [all_outputs]
### design/flow/config.mk
export PLATFORM = sky130hd
export DESIGN_NAME = top_carry_bypass_adder
export DESIGN_NICKNAME = top_carry_bypass_adder
export VERILOG_FILES = /design/flow/design.v
export SDC_FILE = /design/flow/constraint.sdc
export NUM_CORES = 4
export LEC_CHECK = 1
export CORE_AREA = 10 10 70 70
export DIE_AREA = 0 0 80 80
### design/flow/design.v
`timescale 1ns / 1ps
module top_carry_bypass_adder(
    input [15:0] A,
    input [15:0] B,
    input Cin,
    output [15:0] Sum,
    output Cout
);
    wire [3:0] carry;
    wire [3:0] bypass;
carry_bypass_block block0(.A(A[3:0]), .B(B[3:0]), .Cin(Cin), .Sum(Sum[3:0]), .Cout(carry[0]), .Bypass(bypass[0]));
carry_bypass_block block1(.A(A[7:4]), .B(B[7:4]), .Cin(carry[0]), .Sum(Sum[7:4]), .Cout(carry[1]), .Bypass(bypass[1]));
carry_bypass_block block2(.A(A[11:8]), .B(B[11:8]), .Cin(carry[1]), .Sum(Sum[11:8]), .Cout(carry[2]), .Bypass(bypass[2]));
carry_bypass_block block3(.A(A[15:12]), .B(B[15:12]), .Cin(carry[2]), .Sum(Sum[15:12]), .Cout(carry[3]), .Bypass(bypass[3]));
 assign Cout = (bypass[3] & bypass[2] & bypass[1] & bypass[0] & Cin) | (bypass[3] & bypass[2] & bypass[1] & carry[0]) |(bypass[3] & bypass[2] & carry[1]) |
                (bypass[3] & carry[2]) |
                  carry[3];
endmodule
module carry_bypass_block(
    input [3:0] A,
    input [3:0] B,
    input Cin,
    output [3:0] Sum,
    output Cout,
    output Bypass
);
    wire [3:0] P;
    wire [4:0] C;
    assign C[0] = Cin;
    assign P = A ^ B;
    genvar i;
    generate
        for (i = 0; i < 4; i = i + 1) begin : gen_full_adders
            full_adder fa(
                .A(A[i]),
                .B(B[i]),
                .Cin(C[i]),
                .Sum(Sum[i]),
                .Cout(C[i+1])
            );
        end
    endgenerate
    assign Bypass = &P;
    assign Cout = Bypass ? Cin : C[4];
endmodule
module full_adder(
    input A,
    input B,
    input Cin,
    output Sum,
    output Cout
);
    assign Sum = A ^ B ^ Cin;
    assign Cout = (A & B) | (Cin & (A ^ B));
endmodule
### design/flow/run.sh
#!/bin/bash
# OpenROAD 26Q1-2900-gdf79404cd8, Yosys 0.63+post, stock flow scripts
make -C /OpenROAD-flow-scripts/flow DESIGN_CONFIG=/design/flow/config.mk WORK_HOME=/design/flow/orfs finish
==> qor.yml <==
status: "finished, final reports clean"
slowest_stage: "clkdlybuf4s50_1"
crit_path_start_kind: "input pin"
yosysWarnings: 0
setup_violations: 0
tightest_slew_ns: 0.1664
worstPathRequired_ns: 9.92
grt_pass1_vias: 668
top_usage_layer: "met2"
fin_util_pct: 37.22
grt_use_met2_pct: 9.069
max_slew_margin_pct: 88.85
portBuffers: 50
worstHoldPathType: "input pin to primary output"
chip_area_um2: 6400
finalCritPeriodShare_pct: 97.37
die_h_um: 80
grt.total_usage_pct: 5.755
grt_antenna_before_repair: 0
drc: 0
syn_to_final_growth_pct: 69.90
final.clkbuf_count: 0
crit_path_end_kind: "primary output"
critPathKind: "input pin to primary output"
grt-ovfl-total: 0
finalWirelength_um: 1818
period_needed_ns: 12.07
yosys-top-cells-count: "buf_4, fa_1, ha_1"
drv_cap: 0
row_count: 21
ant_nets: 0
drt_first_pass_iters: 2
total_leakage_power_nw: 0.5441
routed_via_density: 3.699
total_power_mw: 0.05595
ir_drop_v: 0.00001448
largest_area_cell: "fa_1"
postSynthSeqShare_pct: 0
slew_violations: 0
rsz0062_at_grt: "false"
cpMostUsedCell: "fa_2"
logic_area_um2: 641.9
syn_inst: 67
coreArea_um2: 3416
n_antenna_cell: 0
area_leaders: "fa_1, ha_1, buf_4"
hpwl_um: 1720
power_per_cell_area_nw_per_um2: 44.01
fp_util_pct: 21.90
io_pins: 50
dieWidth_um: 80
grt_pass1_wl_um: 3015
crit_chain: "clkdlybuf4s50_1, fa_1, fa_2, fa_1, mux2_4, fa_2, fa_2, fa_2, fa_1, a41oi_2, nor2_1, fa_2, fa_2, fa_2, fa_1, nand2_1, nand2_1, fa_2, fa_2, fa_2, fa_1, nor2_1, a31oi_1, clkdlybuf4s50_1"
synth_top_area_share_pct: 42.81
ys_cells: 67
gp_congestion: 0.7327
critPathMaxFanout: 2
sequential_cell_area_um2: 0
flops: 0
netlist_area_um2: 748.2
grt_use_met1_pct: 7.784
synth.distinct_cells: 12
arrival_ns: 9.59
fill_cells: 353
hold_violations: 0
tool_warnings: 48
slowest_delay_ns: 0.47
dr_total_vias: 566
post_drt_wl_per_cell_um: 11.88
drt_iter0_drc: 5
synth-area-yosys_um2: 748.2
use_met3_pct: 2.273
layout-drive-gt1-share_pct: 20.56
max_freq_mhz: 82.82
syn_area_per_cell_um2: 11.17
grt_start_max_net_pins: 3
==> critical path: cells and delay by family <==
family	cells	cell delay, ns
AND/OR/NAND/NOR	4	0.36
AND-OR/OR-AND	2	0.23
multiplexers	1	0.28
buffers and inverters	2	0.89
adder cells (fa/ha/maj)	15	5.34
==> layout by cell type, fill, tap and decap left out <==
cell type | Yosys | layout
o21ai_2 | 1 | 1
a31oi_1 | 1 | 1
nand2_1 | 2 | 2
inv_2 | 0 | 3
ha_1 | 16 | 16
nor2_1 | 4 | 4
dlymetal6s2s_1 | 0 | 3
a41oi_2 | 0 | 1
fa_1 | 16 | 6
nand4_1 | 3 | 3
and4_1 | 1 | 1
mux2_4 | 1 | 1
inv_1 | 5 | 2
buf_4 | 16 | 6
fa_2 | 0 | 10
clkdlybuf4s50_1 | 0 | 47
==> final timing paths <==
check  startpoint  endpoint  slack (ns)  cells after the start
max          A[1]      Cout        0.33                     24
min           Cin    Sum[0]        5.73                      5
==> cell type report <==
type	count	area share [%]
multi-input combinational	46	50.49
tap	46	4.528
timing repair buffer	56	43.50
inverter	5	1.476
==> per-layer routing <==
metal	routed length (µm)	part of all wire [%]
met1	797	44
met2	766	42
met3	254	14
met4	0	0
met5	0	0
==> per-stage QoR <==
step           setup WS (ns)  cell area (µm²)  instances  TNS [ns]  hold slack, ns
2_1_floorplan         0.7174            748.2         67         0           5.177
3_3_place_gp         -0.3539             1224        152   -0.6995           6.041
3_5_place_dp         -0.4030             1224        152   -0.7770           6.036
4_1_cts              0.02486             1261        153         0           6.038
5_1_grt              0.07963             1271        153         0           5.777
6_report              0.3260             1271        153         0           5.727
==> power by group <==
group | internal [mW] | switching [mW]
Sequential | 0 | 0
Combinational | 0.0392 | 0.0168
Clock | 0 | 0
==> logic make-up after synthesis <==
group | count (synthesis) | share of synthesized area (%)
buf+inv | 21 | 18.56
fa+ha+maj | 32 | 69.57
compound gates | 3 | 3.178
simple gates | 10 | 6.689
mux | 1 | 2.006
==> what timing repair did <==
item                                    CTS  global route
hold buffers                              0             0
endpoints found under the setup margin    3             2
setup buffers                             1             0
resized                                  10             7
Power is estimated from default activity; no workload was simulated.
