==> flow/design.v <==
`timescale 1ns / 1ps
module top_mealy_fsm(
    input clk, reset, inp, 
    output reg out
);
parameter a=3'b000, b=3'b001, c=3'b010, d=3'b011, e=3'b100, f=3'b101, g=3'b110, h=3'b111;
reg[2:0] present_state, next_state;
always @(negedge clk or negedge reset)
begin
    if(!reset) begin
        present_state <= a;
        end
    else begin
        present_state <= next_state;
        end
end
always @(*)
begin
    case (present_state)
        a: begin
            next_state = inp ? b : e;
            out<= inp? 0:0;
        end
        b: begin
            next_state = inp ? c : b;
           out <= inp ? 0 : 0;
        end
        c: begin
            next_state = inp ? d : f;
            out <= inp ? 0 : 0;
        end
        d: begin
            next_state = inp ? f : e;
            out <= inp ? 0 : 1;
        end
        e: begin
            next_state = inp ? e : f;
           out <= inp ? 0 : 0;
        end
        f: begin
            next_state = inp ? g : b;
           out <= inp ? 0 : 0;
        end
        g: begin
            next_state = inp ? d : f;
            out <= inp ? 1 : 0;
        end
        default: begin
            next_state = a;
            out <= 0;
        end
    endcase
end
endmodule
==> flow/run.sh <==
#!/bin/bash
# OpenROAD 26Q1-2900-gdf79404cd8, Yosys 0.63+post, stock flow scripts
make -C /OpenROAD-flow-scripts/flow DESIGN_CONFIG=/design/flow/config.mk WORK_HOME=/design/flow/orfs finish
==> flow/config.mk <==
export PLATFORM = sky130hd
export DESIGN_NAME = top_mealy_fsm
export DESIGN_NICKNAME = top_mealy_fsm
export VERILOG_FILES = /design/flow/design.v
export SDC_FILE = /design/flow/constraint.sdc
export NUM_CORES = 4
export LEC_CHECK = 1
export CORE_AREA = 10 10 70 70
export DIE_AREA = 0 0 80 80
==> flow/constraint.sdc <==
current_design top_mealy_fsm

set clk_period 1.0
set clk_io_pct 0.2

create_clock -name clk0 -period $clk_period [get_ports {clk}]

set non_clock_inputs [all_inputs -no_clocks]
set_input_delay [expr $clk_period * $clk_io_pct] -clock clk0 $non_clock_inputs
set_output_delay [expr $clk_period * $clk_io_pct] -clock clk0 [all_outputs]
==> reports/writeup.txt <==
Setup repair after global routing could not meet its margin everywhere. The run gives 3 for the number of buffers added by the clock tree synthesis step. The run gives 0 for the initial antenna violation count. The setup slack of the critical path after layout was -617.8 ps; the number of buffers inserted by hold repair at cts was 0.

The most frequently used flop master after synthesis is sky130_fd_sc_hd__dfrtn_1. After synthesis, the netlist uses 13 different library cells. With the tally of yosys warning messages at 1, the core area is 3416 sq um. Traced cell by cell, the critical path runs through inv_2 -> o21ai_2 -> buf_2. The detailed router's first-iteration violation count is 11. The path class of the lowest-slack min-delay path was reg2reg. Antenna repair during routing inserted a diode count of 0. In this run the power density over the cells is 1502 nW/um^2.

The checks that failed: negative setup slack. The skew report gives the latency at the later pin of the worst-skew pair as 300 ps. The maximum root-to-sink buffer count was 2; the sum of internal, switching and leakage power was 0.0006955 W. In this run the mean area of a mapped cell was 11.42 sq um. The maximum net fanout on the critical path works out to 2. In the routed design, unresolved DRC markers number 0. The report lists the number of standard-cell rows as 21. With the fraction of post-synthesis cell area in the top cell type by area at 54.79%, the number of detailed-routing iterations run before antenna repair is 2. With the count of instantiated cells in the yosys netlist at 24, the hold violation count in the final report is 0. With the sum of routed wire length over all layers at 546 microns, the synthesized cell area is 274.0 sq um. The worst-case reg-to-reg path depth is 3. The flow ran to the end, but the final reports show violations. The synthesis report lists the most area-consuming cells as sky130_fd_sc_hd__dfrtn_1 55%, sky130_fd_sc_hd__dfstp_2 9.6%, sky130_fd_sc_hd__and2_1 4.6%. The run reported a max-capacitance violation count of 0. The synthesized instance count is 24. The tools report the via count of the first global-routing pass as 249. The cell count of the worst hold path was 1. Entering global routing, the biggest net connects 9 pins.

The boundary pin count came out at 4. The run gives 1420 ps for the data arrival time of the worst path. According to the floorplan report, the die height is 80 microns. The run gives 0 for the remaining antenna violation count after routing.

The weighted congestion at the end of routability-driven global placement came out at 0.7126. Sorting the synthesized cells by how often they occur yields 6 x sky130_fd_sc_hd__dfrtn_1, 3 x sky130_fd_sc_hd__nand2_1. In the final layout, the fill cell count is 389. With fillers left out, the area of the finished cells amounts to 462.9 sq um. The chip footprint was 6400 sq um. Type of the worst setup path: reg2out. For this block, the via count after detailed routing is 203. Per the post-run analysis, buffers plus inverters along the critical path come to 2. The count of final setup violators is 1. Final global-route overflow total: 0.

STA classifies the critical path endpoint as an output pin. The tools report the leakage dissipation as 0.1986 nW. The script logs the mean routed wire length per placed instance as 6.424 microns. Per STA, the highest per-stage delay on the worst path measures 420 ps. The run gives 395.4 sq um as the standard cell area after detailed placement. The most frequently used cell type in the post-synthesis netlist is sky130_fd_sc_hd__dfrtn_1. Clock-pin slew was measured on the worst setup and hold paths at 40 ps.

Grouping stages by cell kind, the critical path spends the most delay in flip-flops. The clock tree root driver cell was sky130_fd_sc_hd__clkbuf_4. The via count normalized by instance count is 2.388. CTS saw 7 sinks.

Per the STA report, the cell with the highest stage delay on the worst path is sky130_fd_sc_hd__dfrtn_1. Sequential cells were found to cover 64.38% of the synthesized design area. The synthesized design spends more area on one cell type than any other, namely sky130_fd_sc_hd__dfrtn_1.

The logs give 40.86 ps for the clock skew after layout and 8.022% for the initial cell density of the core. The worst setup path is launched from a flop. Counting flops with a built-in enable in the synthesized netlist gives 0. Number of H-tree levels: 1. In this run the layout overhead on the synthesized area is reported as 68.95%. Overall global routing resource usage: 2.163%.

During placement, the flow inserted port buffers numbering 3. The required time of the critical path came out at 800 ps. The post-synthesis async set-or-reset flop share is 100.0%, and the ratio of cells with drive above 1 in the final layout is 51.28%.

TritonCTS built the clock tree. The logic depth of the worst setup path including buffers was 3. The floorplan step set the die width to 80 microns. The first global-routing pass estimated 1041 microns of wire. Number of warnings in the stage logs: 29. The run gives 7 for the number of synthesized register bits. The tools report the chip area in the Yosys report as 274.0 sq um. VDD sags by at most 0.0006530 V.

The final tally of max-slew violations came out at 0.
[cell type report]
cell class	instances	area (sq um)	area share, %
multi-input combinational	14	93.84	20.27
timing repair buffer	12	101.3	21.89
sequential	7	176.4	38.11
clock buffer	4	26.28	5.676
inverter	1	3.754	0.8108
clock inverter	1	3.754	0.8108
tap	46	57.56	12.43
[worst register-to-register path: cells and delay by family, from the launching register on]
kind                   cells  cell delay [ps]
AND/OR/NAND/NOR            1              250
buffers and inverters      1              130
flip-flops                 1              350
AND-OR/OR-AND              1               60
[repair_timing]
item,in CTS,in global routing
pin swaps,1,1
setup endpoints to repair,7,3
hold endpoints to repair,0,0
resized,13,2
setup buffers,3,0
cloned,0,0
[report_power, final]
part / total [W] / internal, W / switching (W)
Sequential: 0.000331 / 0.000313 / 0.0000180
Combinational: 0.000104 / 0.0000634 / 0.0000403
Clock: 0.000260 / 0.000157 / 0.000103
[final timing paths]
check | startpoint | endpoint | slack (ps)
setup reg to reg | present_state[3] | present_state[5] | 50
setup / recovery | present_state[6] | out | -620
hold / removal | present_state[5] | present_state[3] | 440
min in group asynchronous | reset | present_state[2] | 640
hold reg to reg | present_state[5] | present_state[3] | 440
max in group asynchronous | reset | present_state[5] | 220
[layer usage]
layer / global-route usage [%] / vias to the layer above / share of wire [%]
met5: 0 / - / 0
li1: - / 106 / -
met2: 2.809 / 8 / 35
met3: 2.159 / 0 / 17
met4: 0.1761 / 0 / 0
met1: 2.559 / 89 / 49
[per-stage QoR]
stage	setup TNS (ps)	worst slack, ps	util, %	hold WS, ps	std cells
2_1_floorplan	-661.0	-215.8	-	295.8	24
3_3_place_gp	-4936	-716.9	11.58	427.1	78
3_5_place_dp	-5171	-733.2	11.58	434.5	78
4_1_cts	-641.1	-620.3	13.37	440.3	85
5_1_grt	-678.3	-678.3	13.55	472.3	85
6_report	-617.8	-617.8	13.55	441.8	85
[cell usage in the layout, fill, tap and decap left out, types with 2 or more instances in the layout]
cell type                  n
sky130_fd_sc_hd__and2_1    2
sky130_fd_sc_hd__clkbuf_4  3
sky130_fd_sc_hd__nor2_1    2
sky130_fd_sc_hd__nand2_1   2
sky130_fd_sc_hd__dfrtn_1   6
sky130_fd_sc_hd__buf_4     8
sky130_fd_sc_hd__o21ai_1   2
[logic make-up after synthesis]
| group | synth area share [%] |
|---|---|
| other cells | 1.369 |
| flops | 64.38 |
| simple gates | 15.98 |
| buf+inv | 6.850 |
| compound gates | 11.42 |
Power and IR drop assume default switching activity.
