`/design/flow/design.v`:
```
`timescale 1ns / 1ps
module top_comparator(
    input [7:0] A,
    input [7:0] B,
    output reg [7:0] A_gt_B,
    output reg [7:0] A_lt_B,
    output reg [7:0] A_equal_B
);
    always @(*) begin
        if (A < B) begin
            A_gt_B = 0;
            A_lt_B = 1;
            A_equal_B = 0;
        end else if (A > B) begin
            A_gt_B = 1;
            A_lt_B = 0;
            A_equal_B = 0;
        end else begin
            A_gt_B = 0;
            A_lt_B = 0;
            A_equal_B = 1;
        end
    end
endmodule
```
`/design/flow/run.sh`:
```
#!/bin/bash
# OpenROAD 26Q1-2900-gdf79404cd8, Yosys 0.63+post, stock flow scripts
make -C /OpenROAD-flow-scripts/flow DESIGN_CONFIG=/design/flow/config.mk WORK_HOME=/design/flow/orfs finish
```
`/design/flow/config.mk`:
```
export PLATFORM = sky130hd
export DESIGN_NAME = top_comparator
export DESIGN_NICKNAME = top_comparator
export VERILOG_FILES = /design/flow/design.v
export SDC_FILE = /design/flow/constraint.sdc
export NUM_CORES = 4
export LEC_CHECK = 1
export CORE_AREA = 10 10 70 70
export DIE_AREA = 0 0 80 80
```
`/design/flow/constraint.sdc`:
```
current_design top_comparator

set clk_period 1.9
set clk_io_pct 0.2

create_clock -name clk0 -period $clk_period

set non_clock_inputs [all_inputs -no_clocks]
set_input_delay [expr $clk_period * $clk_io_pct] -clock clk0 $non_clock_inputs
set_output_delay [expr $clk_period * $clk_io_pct] -clock clk0 [all_outputs]
```
==> flow_summary.toml <==
# synthesis and place-and-route metrics
[status]
run_status = "complete, no violations"

[logic_synthesis]
top_area_frac = 0.391
syn_area_sq_um = 403
syn_inst = 55
yosysWarnings = 1
synth_chip_area_sq_um = 403
largest_area_cell = "buf_4"
synth_cell_types = 12
yosys-top-cells-area = "buf_4 (39%), ha_1 (25%), inv_1 (9.3%)"
yosys_cells = 55
synth_seq_share = 0
syn_avg_cell_area_sq_um = 7.33

[placement]
portBuffers = 19
placed_area_sq_um = 576
globalplace.congestion = 0.648
hpwlAfterDp_um = 942
dp_slack_ns = -0.715

[global_routing]
grt_use_total = 0.0319
grt_pass1_vias = 434
antenna_found_initial = 0
grt_max_degree = 4
grt_pass1_wl_mm = 1.76
overflow = 0

[critical_path]
worstPathCellList = "dlygate4sd2_1, ha_4, nand4_4, buf_4, a31o_1, buf_2"
cp_max_fo = 3
arrival_ns = 1.46
cp.depth = 6
critPathTopFamily = "buffers and inverters"
critPathLaunch = "A[3]"
worst-path-buf-inv = 3
crit_end = "A_gt_B[0]"
path_class = "in -> out"
startpoint_type = "primary input"
cp-end-kind = "primary output"
required_ns = 1.52
cp_slowest_stage_delay_ns = 0.30
slowest_stage = "ha_4"

[final_timing]
period_needed_ns = 1.84
max_freq_mhz = 543
hold_viol_final = 0
period_used_share = 0.968
slew_viol_final = 0
worst_slack_ns = 0.0600
setup_viol = 0
hold_ws_ns = 1.30

[hold_path]
hold_class = "in -> out"

[die]
dieArea_sq_um = 6400
core_area_sq_um = 3420
num_rows = 21
fp_util = 0.118
die_h_um = 80
io_pins = 40
die_w_um = 80

[cells_and_area]
clkbuf_count = 0
n_fill_cell = 390
regArea_sq_um = 0
design_area_sq_um = 708
layout-drive-gt1-share = 0.500
area_delta_synth_final_pct = 75.8
final_util = 0.207
seq_cells = 0

[routing]
wl_per_cell_um = 9.06
drc = 0
finalWirelength_mm = 1.11
first_pass_iters = 2
vias = 344
insertedDiodeCount = 0
drt-initial-drc-count = 5
viasPerCell = 2.82
ant_nets = 0

[power_and_ir_drop]
leakagePower_uw = 0.000316
vdd_ir_drop_max_v = 0.0000337
power_density_nw_per_um2 = 208
fin_total_pwr_uw = 147

[clock_network]
hold_buffers = 0

[job]
cap_violations = 0
warnings = 32
## synth_stat cells
| cell type | instances |
|---|---|
| a31o_1 | 1 |
| ha_1 | 8 |
| conb_1 | 1 |
| inv_1 | 10 |
| nand4_4 | 1 |
| o21ai_1 | 2 |
| nand2_1 | 2 |
| a21oi_1 | 5 |
| o21a_1 | 2 |
| nand4_2 | 1 |
| buf_4 | 21 |
| nor2_1 | 1 |
## tightest hold or removal path, cell delays in order
cell	delay, ns
clkbuf_2	0.10
ha_4	0.12
a21oi_2	0.04
o21ai_4	0.07
o21a_1	0.12
buf_2	0.09
## per-stage QoR
| step | instances | setup TNS, ns |
|---|---|---|
| 6_report | 122 | 0 |
| 5_1_grt | 122 | -0.00409 |
| 4_1_cts | 122 | 0 |
| 3_5_place_dp | 120 | -1.96 |
| 3_3_place_gp | 120 | -1.97 |
| 2_1_floorplan | 75 | 0 |
## layer usage
layer / routed length [um] / vias to the layer above / part of all wire / global-route usage
met5: 0 / - / 0 / 0
met2: 531 / 21 / 0.48 / 0.0586
li1: - / 177 / - / -
met1: 517 / 146 / 0.47 / 0.0409
met3: 56 / 0 / 0.051 / 0.00341
met4: 0 / 0 / 0 / 0
## worst min path at each step
| stage | startpoint | to | slack, ns | cells past startpoint |
|---|---|---|---|---|
| 6_report | A[7] | A_equal_B[0] | 1.30 | 6 |
| 5_1_grt | A[7] | A_lt_B[0] | 1.35 | 6 |
| 4_1_cts | A[7] | A_equal_B[0] | 1.42 | 6 |
## cell usage in the layout, fill, tap and decap left out
master,count
inv_1,1
buf_6,2
inv_2,9
nand2_2,2
o21ai_4,1
nand4_4,2
o21a_1,2
clkdlybuf4s15_1,5
ha_4,8
a31o_1,1
clkbuf_2,3
buf_4,1
nor2_2,1
dlygate4sd2_1,8
a21oi_2,5
conb_1,21
o21ai_2,1
buf_2,3
## cell type report
class | instances | area (sq um) | share of cell area
Inverter | 10 | 37.5 | 0.0530
Multi-Input combinational cell | 44 | 433 | 0.611
Tap cell | 46 | 57.6 | 0.0813
Timing Repair Buffer | 22 | 180 | 0.254
## repair_timing
action                                  CTS  global route
setup buffers                             2             0
endpoints found under the setup margin    3             3
resized                                  56            12
pin swaps                                13            10
## where the power goes
part / switching, uW / leakage, uW / total [uW] / internal [uW]
registers: 0 / 0 / 0 / 0
logic: 65.6 / 0.000316 / 147 / 81.7
clock network: 0 / 0 / 0 / 0
total: 65.6 / 0.000316 / 147 / 81.7
## kinds of logic after synthesis
kind of cell	synth area share
buffers and inverters	0.484
AOI/OAI and AO/OA	0.146
adders and majority gates	0.248
and+or+nand+nor	0.112
other	0.00931
Power figures rest on the tool's default switching activity, not on a simulated workload.
